File: design/flow/design.v
module counter_edited #(
    parameter WIDTH = 8
)(
    input logic              clk,   
    input logic              rst,   
    input logic              en,    
    output logic [WIDTH-1:0] count  
);
always_ff @ (posedge clk, posedge rst)
    if (rst) count <= {WIDTH{1'b0}};
    else     count <= count + {{WIDTH-1{1'b0}}, en};
endmodule
File: design/flow/run.sh
#!/bin/bash
# OpenROAD 26Q1-2900-gdf79404cd8, Yosys 0.63+post, stock flow scripts
make -C /OpenROAD-flow-scripts/flow DESIGN_CONFIG=/design/flow/config.mk WORK_HOME=/design/flow/orfs finish
File: design/flow/config.mk
export PLATFORM = sky130hd
export DESIGN_NAME = counter_edited
export DESIGN_NICKNAME = counter_edited
export VERILOG_FILES = /design/flow/design.v
export SDC_FILE = /design/flow/constraint.sdc
export NUM_CORES = 4
export LEC_CHECK = 1
export CORE_AREA = 10 10 70 70
export DIE_AREA = 0 0 80 80
File: design/flow/constraint.sdc
current_design counter_edited

set clk_period 1.8
set clk_io_pct 0.2

create_clock -name clk0 -period $clk_period [get_ports {clk}]

set non_clock_inputs [all_inputs -no_clocks]
set_input_delay [expr $clk_period * $clk_io_pct] -clock clk0 $non_clock_inputs
set_output_delay [expr $clk_period * $clk_io_pct] -clock clk0 [all_outputs]
==> impl_results.rst <==
Synthesis and place-and-route
=============================

.. list-table::
   :header-rows: 1

   * - Metric
     - Value
   * - Outcome
     - finished, final reports clean
   * - Share of flip-flops with an asynchronous set or reset after synthesis
     - 1.000
   * - Post-Route Skew
     - 0.004183 ns
   * - Library cell occupying the most area in the post-synthesis netlist
     - sky130_fd_sc_hd__dfrtp_1
   * - Critical path capture point
     - count[2]
   * - Clock tree from TritonCTS
     - built
   * - Worst-path clk slew
     - 0.05 ns
   * - Initial antenna violation count
     - 0
   * - Most frequent cells after synthesis
     - 8 x sky130_fd_sc_hd__dfrtp_1, 3 x sky130_fd_sc_hd__xnor2_1, 3 x sky130_fd_sc_hd__xor2_1
   * - Biggest registers after layout
     - count (8)
   * - Number of synthesized register bits
     - 8
   * - Worst path buffer plus inverter count
     - 1
   * - Reg-to-reg critical path endpoint
     - count[6]
   * - Dominant Register Cell
     - sky130_fd_sc_hd__dfrtp_1
   * - CP startpoint
     - count[2]
   * - Slowest CP cell
     - sky130_fd_sc_hd__clkdlybuf4s50_1
   * - Largest stage delay on the critical path
     - 0.50 ns
   * - Most repeated cell in the gate-level netlist after synthesis
     - sky130_fd_sc_hd__dfrtp_1
   * - Min Hold Slack
     - 0.3597 ns
   * - CTS Hold Buffers Added
     - 0
   * - Master cell of the clock root buffer
     - sky130_fd_sc_hd__clkbuf_4
   * - Count of tool warnings
     - 25
   * - Number of ports placed on the die boundary
     - 11
   * - WL/cell
     - 8.583 um
   * - Number of buffer cells added on primary ports
     - 10
   * - Crit path time final
     - 1.549 ns
   * - DRC violations left
     - 0
   * - Cell class contributing the biggest share of worst-path delay
     - buffers and inverters
   * - Flip-flop count of the largest register after layout
     - 8
   * - Pin count of the biggest net entering global routing
     - 9
   * - Max-cap violation count
     - 0
   * - Flop2flop setup slack
     - 0.65 ns
   * - Sink Count
     - 8
   * - Total grt overflow
     - 0
   * - Core utilization of the finished layout
     - 0.1491
   * - Total power per unit cell area
     - 1402 nW/um2
   * - Fmax
     - 0.6454 GHz
   * - Cell Chain, Critical Path
     - clkdlybuf4s50_1
   * - Height of the chip
     - 80 um
   * - Cell leakage power
     - 0.0002139 uW
   * - Final Slew Violations
     - 0
   * - Period Utilization, post-route
     - 0.8607
   * - Final Hold Viols
     - 0
   * - Core utilization at floorplan
     - 0.09634
   * - Die width
     - 80 um
   * - Fraction of final layout cells with drive strength greater than 1
     - 0.1316
   * - Num CTS Buffers
     - 3
   * - Register ranked first by flip-flop count
     - count
   * - Number of gates on the worst path with buffers counted
     - 1
   * - Total track usage
     - 0.02449
   * - WS Path Type
     - reg2out
   * - Top cells, area
     - sky130_fd_sc_hd__dfrtp_1 61%, sky130_fd_sc_hd__xnor2_1 8.0%, sky130_fd_sc_hd__xor2_1 8.0%
   * - Maximum level of the CTS H-tree
     - 1
   * - Category of the worst setup path launch point
     - flop
   * - Post-route standard cell area excluding fillers
     - 509.2 um2
   * - Mapped cell area
     - 329.1 um2
   * - Portion of the post-synthesis area used by sequential elements
     - 0.6084
   * - Yosys-reported design area after synthesis
     - 329.1 um2
   * - Post-synthesis to final-layout area growth
     - 54.75%
   * - Setup TNS after final layout
     - 0 ns
   * - Remaining antenna violation count
     - 0
   * - # rows
     - 21
   * - Yosys warns
     - 1
   * - Peak ir drop on the vdd network
     - 684.4 uV
   * - Mean Syn Cell Area
     - 13.16 um2
   * - Worst endpoint data arrival time
     - 1.19 ns
   * - Setup repair bufs after CTS
     - 0
   * - Worst slew margin relative to its limit
     - 0.7956
   * - Maximum fanout along the worst path
     - 5
   * - Antenna diode count
     - 0
   * - Final setup violating endpoints
     - 0
   * - Cell count listed in synth_stat.txt
     - 25
   * - TritonRoute pass-1 iters
     - 2
   * - Classification of the worst-slack hold path
     - in2async
   * - Area of placed instances
     - 486.7 um2
   * - Data required time of the critical path
     - 1.44 ns
   * - Buffer levels on the longest clock path
     - 2
   * - DRT iter0 DRCs
     - 16
   * - Setup repair after global routing missed its margin
     - no
   * - Placeable core area
     - 3416 um2
   * - Insertion delay of the later-clocked pin in the worst-skew pair
     - 0.25 ns
   * - Count of vias placed by the detailed router
     - 232
   * - Via count of the first global-routing pass
     - 235
   * - CP endpoint kind
     - output pin
   * - Worst slew pin tran
     - 0.3063 ns
   * - Logic depth of the worst register-to-register path
     - 4
   * - Flip-flops with a built-in enable
     - 0
   * - Total wirelength of the detailed-routed design
     - 721 um
   * - Final estimated routing congestion in global placement
     - 0.6647
   * - Cell resize tally after clock tree synthesis
     - 0
   * - Post-synth cell types
     - 11
   * - Area fraction of the dominant cell type after synthesis
     - 0.6084
   * - Total die size
     - 6400 um2
   * - Launch instance of the worst register-to-register path
     - count[0]
   * - Wire length of the first global-routing pass
     - 1.207 mm
   * - Detailed-route vias per instance
     - 2.762
   * - Cells after Synth
     - 25
==> report_power, final <==
group          internal, uW  leakage (uW)  total [uW]  switching (uW)
Combinational           175      0.000100         239            63.9
Sequential              256     0.0000999         341            85.2
Clock                  76.1     0.0000138         134            57.9
==> cell type report <==
cell class	instances	area [um2]
inverters	1	3.754
well taps	46	57.56
multi-input cells	16	125.1
clock buffers	3	22.52
fillers	388	2907
repair buffers	10	100.1
flip-flops and latches	8	200.2
==> worst min path at each step <==
stage | endpoint | cells after the start | start | slack, ns
4_1_cts | count[2] | 2 | rst | 0.36
5_1_grt | count[2] | 2 | rst | 0.37
6_report | count[2] | 2 | rst | 0.36
==> metrics by stage <==
step / setup WS [ns] / power (uW) / std cells
final: 0.2507 / 713.8 / 84
after global routing: 0.1673 / 782.3 / 84
after CTS: 0.2293 / 731.8 / 84
after detailed placement: 0.1809 / 590.2 / 81
after global placement: 0.2016 / 582.2 / 81
after floorplan: 0.7445 / 401.0 / 25
==> per-layer routing <==
| metal | global-route usage | up-vias | share of wire |
|---|---|---|---|
| met1 | 0.03324 | 111 | 0.53 |
| met3 | 0.02159 | 2 | 0.15 |
| met2 | 0.02729 | 11 | 0.31 |
| li1 | - | 108 | - |
| met4 | 0.005282 | 0 | 0.0055 |
| met5 | 0 | - | 0 |
==> worst register-to-register path: stages (launching register included) <==
cell                      delay [ns]
sky130_fd_sc_hd__dfrtp_1        0.35
sky130_fd_sc_hd__ha_1           0.20
sky130_fd_sc_hd__ha_1           0.23
sky130_fd_sc_hd__nand3_1        0.12
sky130_fd_sc_hd__xnor2_1        0.14
==> cells in the final DEF (no fill, tap or decap) <==
cell and instances:
sky130_fd_sc_hd__and3_1 1, sky130_fd_sc_hd__clkbuf_4 3, sky130_fd_sc_hd__clkdlybuf4s50_1 10, sky130_fd_sc_hd__dfrtp_1 8
sky130_fd_sc_hd__ha_1 2, sky130_fd_sc_hd__inv_1 1, sky130_fd_sc_hd__nand2_1 2, sky130_fd_sc_hd__nand3_1 2
sky130_fd_sc_hd__nand3_2 1, sky130_fd_sc_hd__nor2_1 1, sky130_fd_sc_hd__nor3_2 1, sky130_fd_sc_hd__xnor2_1 3
sky130_fd_sc_hd__xor2_1 3
==> kinds of logic (layout without fill, tap and decap cells) <==
kind of cell / count (synthesis) / count (layout) / share of synthesized area
XOR/XNOR: 6 / 6 / 0.1597
AND/OR/NAND/NOR: 8 / 8 / 0.1445
buffers and inverters: 1 / 14 / 0.01140
flip-flops: 8 / 8 / 0.6084
adder cells (fa/ha/maj): 2 / 2 / 0.07603
Power figures rest on the tool's default switching activity, not on a simulated workload.
